## flow/run.sh

```bash
#!/bin/bash
# OpenROAD 26Q1-2900-gdf79404cd8, Yosys 0.63+post, stock flow scripts
make -C /OpenROAD-flow-scripts/flow DESIGN_CONFIG=/design/flow/config.mk WORK_HOME=/design/flow/orfs finish
```

## flow/constraint.sdc

```tcl
current_design register

set clk_period 1.1
set clk_io_pct 0.2

create_clock -name clk0 -period $clk_period [get_ports {clk}]

set non_clock_inputs [all_inputs -no_clocks]
set_input_delay [expr $clk_period * $clk_io_pct] -clock clk0 $non_clock_inputs
set_output_delay [expr $clk_period * $clk_io_pct] -clock clk0 [all_outputs]
```

## flow/config.mk

```make
export PLATFORM = sky130hd
export DESIGN_NAME = register
export DESIGN_NICKNAME = register
export VERILOG_FILES = /design/flow/design.v
export SDC_FILE = /design/flow/constraint.sdc
export NUM_CORES = 4
export LEC_CHECK = 1
export CORE_UTILIZATION = 30
```

## flow/design.v

```verilog
module D_FF (q, d, reset, clk);
	output reg q;
	input d, reset, clk;
	always @(posedge clk)
	if (reset)
		q <= 0;  
	else
		q <= d;  
endmodule 
module register (writeData, enable, clk, rst, out);
	input [31:0] writeData;
	input enable, clk, rst;
	output [31:0] out;
	parameter WIDTH = 32;
	wire [31:0] d;
	genvar i;
	generate
		for(i=0; i<WIDTH; i++) begin : eachDff
			mux2_1 m (.out(d[i]), .in({writeData[i], out[i]}), .sel(enable));
			D_FF flipFlop (.q(out[i]), .d(d[i]), .reset(rst), .clk(clk));
		end
	endgenerate
endmodule 
module register_testbench();
	reg [31:0] writeData;
	reg clk, enable;
	wire [31:0] out;
	register r (.writeData, .enable, .clk, .out);
	always #(10) clk = ~clk;
	initial begin
		clk = 0;
		writeData = 32'b11111111111111111111111111111111;
		enable = 1;
		#40;
		writeData = 32'b10101010101010101010101010101010;
		#40;
		enable = 0;
		writeData = 32'b00000000000000000000000000000000;
		#40;
		enable = 1;
		#40;
	end
endmodule 
module mux2_1(out, in, sel);
	output out;
	input [1:0] in;
	input sel;
	wire v0, v1, notSel;
	not (notSel, sel);
	and (v0, in[1], sel);
	and (v1, in[0], notSel);
	or (out, v0, v1);
endmodule
module mux2_1_testbench();
	reg [1:0] in;
	reg sel;
	wire out;
	mux2_1 dut (.out, .in, .sel);
	initial begin
		sel=0; in[0]=0; in[1]=0; #10;
		sel=0; in[0]=0; in[1]=1; #10;
		sel=0; in[0]=1; in[1]=0; #10;
		sel=0; in[0]=1; in[1]=1; #10;
		sel=1; in[0]=0; in[1]=0; #10;
		sel=1; in[0]=0; in[1]=1; #10;
		sel=1; in[0]=1; in[1]=0; #10;
		sel=1; in[0]=1; in[1]=1; #10;
	end
endmodule 
```

==> impl_metrics.toml <==
# physical design summary
[status]
status = "finished clean"

[synthesis]
topCellsByArea = "dfxtp_1, mux2i_1, buf_4, nor2_1, buf_12"
synth_cells = 135
yosysTopAreaCell = "dfxtp_1"
postSynthAreaPerCell_um2 = 10.40
synth_area_um2 = 1404
ys_cells = 135
ys_seq_share_pct = 45.63
ys_types = 7
yosys_warnings = 1
ys_seq_elements = 32
ys_area_um2 = 1404
top_area_share_pct = 45.63

[global_route]
grtUsageTotal_pct = 10.56
grt_remaining_overflow = 0
grt_max_degree = 33
grt_first_pass_wirelength_um = 4195
grt_pass1_vias = 923
antenna_found_initial = 0

[sta]
slew_headroom_pct = 86.47
finClkSkew_ns = 0
setup_violations = 0
finalClockPeriodUsage_pct = 95.83
final.min_clock_period_ns = 1.054
hold_viol = 0
fmax_ghz = 0.9487
rsz0062_at_grt = "false"
max_slew.worst_pin.slew_ns = 0.2029
slew_viol_final = 0
timing.final.ws_setup_ns = 0.04587
holdWs_ns = 0.4411

[worst_setup_path]
crit_chain = "dlygate4sd2_1"
path_depth = 1
rrSetupSlack_ns = 0.39
end_kind = "output port"
max_stage_delay_ns = 0.32
critPathKind = "flip-flop to output port"
critPathCapture = "out[9]"
start_kind = "flip-flop"
cp_max_fo = 2
arrival_ns = 0.83
reg2regPathDepth = 3
required_ns = 0.88
cp_num_buf_inv = 1
slowest_stage = "dfxtp_2"
critical_path.top_delay_family = "flip-flops"

[clock_tree]
cts_tree = "yes"
cts_buffers = 5
cts_num_sinks = 32
insertion_delay_ns = 0.28
path_clk_slew_ns = 0.06
clockBufferDepth = 2
cts_root_buffer = "clkbuf_8"
cts-htree-levels = 2

[drt]
drc = 0
dr.pass1.iters = 3
vias = 932
routedWlPerCell_um = 11.26
via_per_inst = 4.106
drt_wl_total_um = 2557
drt_iter0_markers = 39
n_antenna_cell = 0
final_antenna_net_count = 0

[min_path]
hp-class = "primary input to flip-flop"

[die]
initial_core_util_pct = 31.80
fp.dieW_um = 70.41
die_h_um = 70.41
dieArea_um2 = 4957
fp-row-count = 24
core_area_um2 = 4414
io_pins = 67

[finish]
fillers = 422
areaGrowthSynthToFinish_pct = 39.22
drive_above_1_share_pct = 25.14

[power_and_ir_drop]
internal_power_mw = 2.004
p_comb_share_pct = 14.4
ir_drop_mv = 1.018
p_clk_share_pct = 35.5
power_density_nw_per_um2 = 1298
swShare_pct = 20.98
p_seq_share_pct = 50.2
total_leakage_power_nw = 0.9675
p_sw_mw = 0.5322

[place]
gp_congestion = 0.7239
post-place-ws_ns = -0.02285
hpwl_um = 1811
portBuffers = 66

[flow_run]
log.warning_count = 25
cap_violations = 0
per-stage QoR:
stage | total power, mW | cell area [um2] | cells | utilization (%) | TNS, ns
floorplan | 1.515 | 1404 | 135 | - | 0
global placement | 1.686 | 1849 | 217 | 41.89 | -0.0002978
detailed placement | 1.692 | 1849 | 217 | 41.89 | -0.5025
CTS | 2.584 | 1954 | 227 | 44.27 | 0
global route | 2.664 | 1954 | 227 | 44.27 | 0
finish | 2.536 | 1954 | 227 | 44.27 | 0
cell usage after synthesis:
cell type / number
buf_6: 1
nor2_1: 32
buf_4: 32
mux2i_1: 32
dfxtp_1: 32
buf_12: 3
clkbuf_1: 3
final cells by class:
| cell class | count | area, um2 | area share (%) |
|---|---|---|---|
| Clock buffer | 8 | 90.09 | 4.609 |
| Multi-Input combinational cell | 64 | 440.4 | 22.54 |
| Sequential cell | 32 | 680.7 | 34.83 |
| Tap cell | 52 | 65.06 | 3.329 |
| Timing Repair Buffer | 71 | 678.2 | 34.70 |
how the worst min path moves through the flow:
stage	from	to	cells past startpoint
after CTS	enable	flip-flop	4
after global routing	enable	flip-flop	4
final	enable	flip-flop	4
worst min-delay path: stages:
cell     delay [ns]
buf_2          0.11
buf_12         0.18
mux2i_1        0.09
nor2_1         0.07
routing by layer:
layer,share of wire (%),GRT usage (%)
met1,46,14.70
met2,44,16.72
met3,7.7,2.920
met4,2.2,2.222
met5,0,0
logic make-up after synthesis:
kind of cell           count (synthesis)  synth area share (%)
buffers and inverters                 39                 22.99
muxes                                 32                 22.82
DFF                                   32                 45.63
and+or+nand+nor                       32                 8.556
what timing repair did:
action,4_1_cts,5_1_grt
setup buffers,2,0
hold buffers,0,0
gates resized,64,0
setup endpoints to repair,32,0
cell usage in the layout (no fill, tap or decap):
master / count
clkbuf_8: 6
buf_4: 3
buf_12: 2
dlygate4sd2_1: 32
nor2_1: 32
clkbuf_1: 2
buf_2: 1
mux2i_1: 32
dfxtp_2: 32
clkdlybuf4s50_1: 33
power groups by stage:
stage                 Clock [mW]  Combinational [mW]  Sequential (mW)
after CTS                  0.941               0.370             1.27
after global routing       0.986               0.397             1.28
final                      0.900               0.364             1.27
Power and IR drop assume default switching activity.

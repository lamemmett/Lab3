## design/flow/config.mk

```make
export PLATFORM = sky130hd
export DESIGN_NAME = adder30carryIn
export DESIGN_NICKNAME = adder30carryIn
export VERILOG_FILES = /design/flow/design.v
export SDC_FILE = /design/flow/constraint.sdc
export NUM_CORES = 4
export LEC_CHECK = 1
export CORE_AREA = 10 10 98 98
export DIE_AREA = 0 0 108 108
```

## design/flow/constraint.sdc

```tcl
current_design adder30carryIn

set clk_period 9.7
set clk_io_pct 0.2

create_clock -name clk0 -period $clk_period

set non_clock_inputs [all_inputs -no_clocks]
set_input_delay [expr $clk_period * $clk_io_pct] -clock clk0 $non_clock_inputs
set_output_delay [expr $clk_period * $clk_io_pct] -clock clk0 [all_outputs]
```

## design/flow/design.v

```verilog
module adder30carryIn(Output, op1, op2, CI);
	input [29:0] op1, op2;
	input CI;
	output [29:0] Output;
	wire [29:0] carryOuts;
	fullAdder adder (.A(op1[0]), .B(op2[0]), .Cin(CI), .Cout(carryOuts[0]), .Out(Output[0]));
	genvar i;
	generate
		for(i=1; i<30; i++) begin : eachAdder
			fullAdder adderNum (.A(op1[i]), .B(op2[i]), .Cin(carryOuts[i-1]), .Cout(carryOuts[i]), .Out(Output[i]));
		end
	endgenerate
endmodule 
module adder30carryIn_testbench();
	reg [29:0] op1, op2;
	reg CI;
	wire [29:0] Output;
	parameter t = 10;
	adder30carryIn adder (.Output, .op1, .op2, .CI);
	initial begin
		CI = 1;
		op1 = 30'h00000000;
		op2 = 30'h00000001;
		#t;
		assert (Output == 2);
		op1 = 30'h00000001;
		#t;
	end
endmodule 
module fullAdder (A, B, Cin, Cout, Out);
	input A, B, Cin;
	output Cout, Out;
	wire a, b, c, d;
	and and1 (a, A, B);
	and and2 (b, A, Cin);
	and and3 (c, B, Cin);
	or or1 (Cout, a, b, c);
	xor (Out, A, B, Cin);
endmodule 
module fullAdder_testbench();
	reg A, B, Cin;
	wire Cout, Out;
	parameter t = 10;
	fullAdder adder (.A, .B, .Cin, .Cout, .Out);
	initial begin
		integer i;
		for (i=0; i<8; i++) begin
			{A, B, Cin} = i;
			#t;
		end
	end
endmodule 
```

## design/flow/run.sh

```bash
#!/bin/bash
# OpenROAD 26Q1-2900-gdf79404cd8, Yosys 0.63+post, stock flow scripts
make -C /OpenROAD-flow-scripts/flow DESIGN_CONFIG=/design/flow/config.mk WORK_HOME=/design/flow/orfs finish
```

==> Changelog: implementation <==
## Flow update

* Peak Freq at 0.07009 GHz
* Max-slew violation count at 0
* # Post-CTS Setup Buffers at 0
* Drt first pass iters at 2
* VDD IR max at 0.01668 mV
* Final setup viols at 15
* Overall power at 0.09721 mW
* Synth Seq Share at 0%
* Drt via density at 2.868
* CP dominant cell by count: fa_2
* Initial DRC Count at 3
* Mapped Cells at 65
* Most frequent cells in the layout: 70 x clkdlybuf4s50_1, 29 x fa_2, 13 x buf_2
* Clock Power Share at 0%
* Met1 wire length at 1.110 mm
* GRT Total Usage at 4.419%
* Routed WL at 2.649 mm
* Chip area at 11660 um2
* Critical Path Slowest Stage Cell: fa_2
* Kind of critical path: in2out
* Placed wire-length estimate at 2.669 mm
* Pre-Place Util at 11.09%
* ANT nets after route at 0
* Chip area line of the yosys report at 848.3 um2
* Hold Crit Class: in2out
* Most frequent logic cell in the layout: clkdlybuf4s50_1
* Vias in the first global route at 834
* Sw Pwr at 0.02802 mW
* Leakage at 0.6011 nW
* # DRC at 0
* Hold buffer count at CTS at 0
* Tally of OpenROAD warnings at 35
* Met3 Routed Length at 611 um
* Sequential power share at 0%
* Layout cells sized above 1 at 40.48%
* Core ar. at 7647 um2
* Met2 Wirelength at 928 um
* IO buf count at 91
* PwrDens at 57.43 nW/um2
* FFs & Latches at 0
* Filler cells at 806
* Critical Path RT at 7.76 ns
* Unrepaired setup endpoints after global routing: yes
* Via count at 654
* Min-delay src: op1[0]
* Final Hold Viols at 0
* Post-synth cell types at 4
* DP Area at 1752 um2
* Register Area at 0 um2
* Status: finished, violations left
* Slew @ Worst Pin at 0.1225 ns
* Critical Path AT at 12.33 ns
* Worst setup EP type: output port
* Gate Area at 676.9 um2
* Worst setup path start: CI
* Pin count of the biggest net entering global routing at 2
* Slew headroom at 91.81%
* First-pass GRT wire length at 4.112 mm
* Comb power frac at 100.0%
* Max Cap Viol at 0
* DIE WIDTH at 108 um
* Post-Syn Area per Cell at 13.05 um2
* Startpoint Class: primary input
* Post-DR wirelength/cell at 11.62 um
* Top routing layer used: met3
* Post-route setup slack at -4.568 ns
* Failing checks: setup timing
* P_int at 0.06919 mW
* CLK BUF at 0
* Slowest stage delay, CP at 0.37 ns
* Post-Syn Area at 848.3 um2
* Final Util at 22.14%
* Finished Cell Area at 1693 um2
* N_diodes at 0
* Die H at 108 um
* Sw frac at 28.82%
* Max FO, Critical Path at 1
* Initial antenna violation count at 0
* # Cells Yosys at 65
* Ports at 91
* Post-layout period usage at 147.1%
* Warnings from Yosys at 0
* GRT overflow at 0
* Rows at 32
* GPL Wtd Cong at 0.8424
* Min cycle time layout at 14.27 ns
* Area grow syn2layout at 99.56%
-- synth_stat cells (all sizes together) --
cell	instances	share of area (%)
fa	29	68
buf	30	27
xor3	1	2.8
inv	5	2.2
-- cell type report --
type | count | share of cell area [%]
timing repair buffer | 91 | 50.33
multi-input combinational | 30 | 39.99
tap | 102 | 7.539
inverter | 5 | 2.143
-- power by group through the flow --
stage	Combinational [mW]	Clock (mW)	Sequential, mW
finish	0.0972	0	0
CTS	0.0991	0	0
global route	0.112	0	0
-- kinds of logic after synthesis --
logic type | Yosys count | synth area share, %
xor gates and xnor gates | 1 | 2.802
adders and majority gates | 29 | 68.44
buffers and inverters | 35 | 28.76
-- stage by stage --
step	std cells	setup slack (ns)	setup TNS (ns)	hold slack [ns]
6_report	228	-4.568	-36.72	4.621
5_1_grt	228	-4.891	-40.55	4.637
4_1_cts	228	-4.647	-37.81	4.627
3_5_place_dp	228	-5.499	-51.69	4.959
3_3_place_gp	228	-5.481	-51.53	4.966
2_1_floorplan	65	-4.207	-32.01	4.130
-- worst max-delay path: cells and delay by family --
kind | cells | cell delay, ns
XOR/XNOR | 1 | 0.18
buffers and inverters | 4 | 0.31
adder cells (fa/ha/maj) | 29 | 9.88
-- final timing paths --
check	slack [ns]	cells past startpoint	end
setup / recovery	-4.57	34	Output[29]
hold / removal	4.62	5	Output[0]
-- routing by layer --
| layer | track usage, % | vias up |
|---|---|---|
| li1 | - | 283 |
| met1 | 5.788 | 295 |
| met2 | 6.078 | 76 |
| met3 | 3.373 | 0 |
| met4 | 0 | 0 |
| met5 | 0 | - |
-- repair_timing --
item | CTS | global route
gates resized | 68 | 2
endpoints found under the setup margin | 17 | 15
endpoints found under the hold margin | 0 | 0
Power and IR drop assume default switching activity.
